--- ./run.sh ---
#!/bin/bash
# OpenROAD 26Q1-2900-gdf79404cd8, Yosys 0.63+post, stock flow scripts
make -C /OpenROAD-flow-scripts/flow DESIGN_CONFIG=/design/flow/config.mk WORK_HOME=/design/flow/orfs finish
--- ./constraint.sdc ---
current_design FSM_TOP_LEVEL

set clk_period 4.1
set clk_io_pct 0.2

create_clock -name clk0 -period $clk_period [get_ports {CLK}]

set non_clock_inputs [all_inputs -no_clocks]
set_input_delay [expr $clk_period * $clk_io_pct] -clock clk0 $non_clock_inputs
set_output_delay [expr $clk_period * $clk_io_pct] -clock clk0 [all_outputs]
--- ./config.mk ---
export PLATFORM = sky130hd
export DESIGN_NAME = FSM_TOP_LEVEL
export DESIGN_NICKNAME = FSM_TOP_LEVEL
export VERILOG_FILES = /design/flow/design.v
export SDC_FILE = /design/flow/constraint.sdc
export NUM_CORES = 4
export LEC_CHECK = 1
export CORE_AREA = 10 10 98 98
export DIE_AREA = 0 0 108 108
--- ./design.v ---
module FSM_TOP_LEVEL (DONE, DATA, START, CLK, RST, COUNT);
    parameter SIZE = 4;
    output [SIZE-1:0] DATA;
    output DONE;
    input [SIZE-1:0] COUNT;
    input START, CLK, RST;
    wire [SIZE-1:0] Outcounter, Data_in;
    wire [SIZE-2:0] alu_opcode;
    wire [SIZE-3:0] wrt_addr, rd_addr1, rd_addr2;
    wire wrt_en, clk_internal, load_data, ZERO_FLAG;
    fibo_fsm F1(START, CLK, ZERO_FLAG, RST, DONE, alu_opcode, rd_addr1, rd_addr2, wrt_addr, wrt_en, clk, load_data);
    fibo_datapath F2(Data_in, ZERO_FLAG, COUNT, wrt_addr, wrt_en, clk, load_data, rd_addr1, rd_addr2, alu_opcode);
    memory F3(COUNT, Outcounter, Data_in, DATA, CLK);
endmodule
module ALU (in1, in2, alu_opcode, out, zero_flag);
    parameter SIZE = 4;
    output reg [SIZE-1:0] out;
    output reg zero_flag;
    input [SIZE-1:0] in1, in2;
    input [2:0] alu_opcode;
    always @(in1 or in2 or alu_opcode) begin
        case (alu_opcode)
            3'b001 : out = 1;              
            3'b010 : out = in1 + 1;        
            3'b011 : out = in1 - 1;        
            3'b100 : out = in1;            
            3'b101 : out = in1;            
            3'b110 : out = in1 + in2;      
            3'b111 : out = in2;            
            default: out = 0;              
        endcase
    end
    always @(out) begin
        if (out == 0) 
            zero_flag <= 1;                
        else 
            zero_flag <= 0;                
    end
endmodule
module decoder2to4 (Out, In);
    parameter SIZE = 4;
    output reg [SIZE-1:0] Out;
    input [SIZE-3:0] In;
    always @(In) begin
        case (In)
            2'b00: Out = 4'b0001;
            2'b01: Out = 4'b0010;
            2'b10: Out = 4'b0100;
            2'b11: Out = 4'b1000;
            default: Out = 4'b0000;
        endcase
    end
endmodule
module dff (Q, D, Clk);
    parameter SIZE = 4;
    output reg [SIZE-1:0] Q;
    input [SIZE-1:0] D;
    input Clk;
    always @(posedge Clk) begin
        Q <= D;
    end
endmodule
module fibo_datapath (data, zero_flag, count, wrt_addr, wrt_en, clk, load_data, rd_addr1, rd_addr2, alu_opcode);
    parameter SIZE = 4;
    output [SIZE-1:0] data;
    output zero_flag;
    input [SIZE-1:0] count;
    input [2:0] alu_opcode;
    input [1:0] wrt_addr, rd_addr1, rd_addr2;
    input wrt_en, clk, load_data;
    wire [3:0] w1, w2;
    wire [SIZE-1:0] w3, w4, w5, w6, w7, w8, w9, w10, w11, w12, w13, w14;
    decoder2to4 H1 (w1, wrt_addr);
    and H2 (w2[3], w1[3], wrt_en);
    and H3 (w2[2], w1[2], wrt_en);
    and H4 (w2[1], w1[1], wrt_en);
    and H5 (w2[0], w1[0], wrt_en);
    mux2to1 H6 (w3, data, count, load_data);
    dff H7 (w8, w4, clk);
    dff H8 (w9, w5, clk);
    dff H9 (w10, w6, clk);
    dff H10 (w11, w7, clk);
    mux2to1 H11 (w4, w8, w3, w2[3]);
    mux2to1 H12 (w5, w9, w3, w2[2]);
    mux2to1 H13 (w6, w10, w3, w2[1]);
    mux2to1 H14 (w7, w11, w3, w2[0]);
    mux4to1 H15 (w12, w11, w10, w9, w8, rd_addr1);
    mux4to1 H16 (w13, w11, w10, w9, w8, rd_addr2);
    ALU H17 (w12, w13, alu_opcode, w14, zero_flag);
    dff H18 (data, w14, clk);
endmodule
module fibo_fsm (START, CLK, ZERO_FLAG, RST, DONE, alu_opcode, rd_addr1, rd_addr2, wrt_addr, wrt_en, clk_out, load_data);
    parameter SIZE = 4;
    output [SIZE-3:0] rd_addr1, rd_addr2, wrt_addr;
    output [SIZE-2:0] alu_opcode;
    output DONE, wrt_en, clk_out, load_data;
    input START, CLK, ZERO_FLAG, RST;
    wire [SIZE-2:0] opcode;
    wire [SIZE-3:0] Opr1, Opr2;
    fsm F1 (START, ZERO_FLAG, CLK, RST, opcode, Opr1, Opr2, DONE);
    fsm_deco F2 (opcode, Opr1, Opr2, alu_opcode, rd_addr1, rd_addr2, wrt_addr, wrt_en, load_data);
    assign clk_out = CLK;
endmodule
module fsm (START, ZERO_FLAG, CLK, RST, opcode, operand1, operand2, DONE);
    parameter SIZE = 4, S0=0, S1=1, S2=2, S3=3, S4=4, S5=5, S6=6, S7=7, S8=8, S9=9, S10=10;
    reg [SIZE-1:0] state, nextstate;
    output reg [2:0] opcode;
    output reg [1:0] operand1, operand2;
    output reg DONE;
    input START, ZERO_FLAG, CLK, RST;
    always @(posedge CLK or posedge RST) begin
        if (RST) state <= S0;
        else state <= nextstate;
    end
    always @(state) begin
        operand1 = 2'b00; 
        operand2 = 2'b00; 
        case (state)
            S0:  begin opcode = 3'b000; DONE = 0; end
            S1:  begin opcode = 3'b100; operand1 = 2'b00; DONE = 0; end
            S2:  begin opcode = 3'b001; operand1 = 2'b01; DONE = 0; end
            S3:  begin opcode = 3'b001; operand1 = 2'b10; DONE = 0; end
            S4:  begin opcode = 3'b101; operand1 = 2'b00; DONE = 0; end
            S5:  begin opcode = 3'b111; operand1 = 2'b11; operand2 = 2'b01; DONE = 0; end
            S6:  begin opcode = 3'b110; operand1 = 2'b01; operand2 = 2'b10; DONE = 0; end
            S7:  begin opcode = 3'b111; operand1 = 2'b10; operand2 = 2'b11; DONE = 0; end
            S8:  begin opcode = 3'b011; operand1 = 2'b00; DONE = 0; end
            S9:  begin opcode = 3'b101; operand1 = 2'b00; DONE = 0; end
            S10: begin opcode = 3'b101; operand1 = 2'b01; DONE = 1; end
            default: begin opcode = 3'b000; DONE = 0; end
        endcase
    end
    always @(state or START or ZERO_FLAG or RST) begin
        case (state)
            S0:  nextstate = START ? S1 : S0;
            S1:  nextstate = S2;
            S2:  nextstate = S3;
            S3:  nextstate = S4;
            S4:  nextstate = ZERO_FLAG ? S1 : S5;
            S5:  nextstate = S6;
            S6:  nextstate = S7;
            S7:  nextstate = S8;
            S8:  nextstate = S9;
            S9:  nextstate = ZERO_FLAG ? S10 : S5;
            S10: nextstate = S10; 
            default: nextstate = S0;
        endcase
    end
endmodule
module fsm_deco (op_code, Opr1, Opr2, ALU, Rd_addr1, Rd_addr2, wrt_addr, wrt_en, load_data);
    parameter SIZE = 4;
    output reg [SIZE-2:0] ALU;
    output reg [SIZE-3:0] Rd_addr1, Rd_addr2, wrt_addr;
    output reg wrt_en, load_data;
    input [SIZE-2:0] op_code;
    input [SIZE-3:0] Opr1, Opr2;
    always @(op_code or Opr1 or Opr2) begin
        ALU = op_code;
        Rd_addr1 = 2'b00; 
        Rd_addr2 = 2'b00; 
        wrt_addr = 2'b00;
        wrt_en = 0; 
        load_data = 0;
        case (op_code)
            3'b000: wrt_en = 0;  
            3'b001: begin wrt_addr = Opr1; wrt_en = 1; load_data = 0; end  
            3'b010: begin Rd_addr1 = Opr1; wrt_addr = Opr1; wrt_en = 1; load_data = 0; end  
            3'b011: begin Rd_addr1 = Opr1; wrt_addr = Opr1; wrt_en = 1; load_data = 0; end  
            3'b100: begin wrt_addr = Opr1; wrt_en = 1; load_data = 1; end  
            3'b101: begin Rd_addr1 = Opr1; wrt_en = 0; end  
            3'b110: begin Rd_addr1 = Opr1; Rd_addr2 = Opr2; wrt_addr = Opr1; wrt_en = 1; load_data = 0; end  
            3'b111: begin wrt_addr = Opr1; Rd_addr1 = Opr2; wrt_en = 1; load_data = 0; end  
            default: wrt_en = 0;
        endcase
    end
endmodule
module memory (Incounter, Outcounter, Data_in, Data_out, Clk);
    parameter SIZE = 4;
    output reg [SIZE-1:0] Outcounter, Data_out;
    input [SIZE-1:0] Incounter, Data_in;
    input Clk;
    always @(posedge Clk) begin
        Outcounter <= Incounter;
        Data_out <= Data_in;
    end
endmodule
module mux2to1 (Y, I0, I1, S);
    parameter SIZE = 4;
    input [SIZE-1:0] I0, I1;
    input S;
    output reg [SIZE-1:0] Y;
    always @(I0 or I1 or S) 
    begin
        if (S == 0) Y = I0;
        else Y = I1;
    end
endmodule
module mux4to1 (Y, I0, I1, I2, I3, S);
    parameter SIZE = 4;
    output reg [SIZE-1:0] Y;
    input [SIZE-1:0] I0, I1, I2, I3;
    input [1:0] S;
    always @(I0 or I1 or I2 or I3 or S) 
    begin
        if (S == 2'b00)
            Y = I0;
        else if (S == 2'b01)
            Y = I1;
        else if (S == 2'b10)
            Y = I2;
        else
            Y = I3;
    end
endmodule
==> impl_metrics.yaml <==
# yosys + openroad results
cells_and_area:
  multiInputGateArea_sq_um: 1067
  final_cells: 317
  final_core_util_pct: 30.99
  drive_gt1_share_pct: 30.23
  post-route-cell-area_sq_um: 2370
  seq_area_sq_um: 743.2
  lay_top_cells: "28 x buf_4, 17 x nand2_1, 16 x edfxtp_1"
  layout_top_cell: "buf_4"
  synthToLayoutAreaGrowth_pct: 31.07
  num-fill-cells: 740
global_routing:
  antenna_found_initial: 0
  grt_pass1_wl_um: 7072
  grt_pass1_vias: 1476
  grt_max_degree: 17
  grtUsageTotal_pct: 7.231
  grt_overflow: 0
sta:
  worst_slew_pin_slew_ns: 0.7517
  setup_violations: 0
  finalClockSkew_ns: 0.004667
  finalCriticalPeriod_ns: 4.077
  setup_slack_ns: 0.02322
  fin_crit_sh_pct: 99.43
  whs_ns: 0.3589
  rsz0062_at_grt: "true"
  final-max-slew-violation-count: 0
  relSlewSlack_pct: 49.50
  final-hold-violation-count: 0
  setup_tns_ns: 0
  max_freq_mhz: 245.3
critical_path:
  reg2reg_slack_ns: 0.02
  worstPathArrival_ns: 4.26
  path_class: "reg -> reg"
  r2r-start: "F1.F1.state[0]"
  worstSetupEndpointType: "register"
  crit_end: "F1.F1.state[1]"
  startpoint_type: "register"
  crit_required_ns: 4.28
  worstSetupStartpoint: "F1.F1.state[0]"
  path_max_fanout: 6
  ff2ff_path_depth: 16
  reg2reg_to: "F1.F1.state[1]"
synth:
  flop_cell: "edfxtp_1"
  netlist_area_sq_um: 1808
  yosys_warnings: 9
  ys_seq_elements: 28
  postSynth.asyncResetShare_pct: 14.29
  syn_avg_cell_area_sq_um: 10.16
  synth-edff-count: 16
  synth.distinct_cells: 55
  seq_area_frac_synth_pct: 40.97
  yosys_area_sq_um: 1808
  synthCells: 178
  ys_cells: 178
routing:
  routed_wirelength_um: 4096
  ant_nets: 0
  drc: 0
  num_antenna_cells: 0
  first_pass_iters: 4
  viasPerCell: 4.517
  drtIter0Drc: 109
  vias: 1432
  wl_per_cell_um: 12.92
place:
  hpwl_um: 3297
  dp_cells: 310
  pre_cts_slack_ns: 0.01071
  place.gp.congestion: 0.8499
  post_dp_cell_area_sq_um: 2260
  port_buffers: 11
clocking:
  cts.clk_slew.worst_paths_ns: 0.09
  numCtsBuffers: 3
  clock-sinks: 28
  cts_max_level: 1
  clock_path_buffers: 2
  clk_latency_ns: 0.27
  cts_root_buf: "clkbuf_8"
  cts_hold_buf: 0
  cts_tree: "done"
status:
  outcome: "complete, no violations"
hold_path:
  hold_path_class: "reg -> reg"
  hold_path_depth: 0
die:
  die_h_um: 108
  design.core.area_sq_um: 7647
  fp_util_pct: 23.64
  ioPinCount: 12
  chip_area_sq_um: 11660
  core.rowCount: 32
  fp.dieW_um: 108
job:
  tool_warnings: 31
  drv_cap: 0
==> sequential cells by signal (all words and copies together), names as in the netlist <==
name,flops
F2.H8.Q,4
F2.H7.Q,4
F2.H9.Q,4
F2.H18.Q,4
F2.H10.Q,4
F3.Data_out,4
F1.F1.state,4
==> kinds of logic (layout without fill, tap and decap cells) <==
| family | after synthesis | after routing | share of synthesized area (%) |
|---|---|---|---|
| compound gates | 54 | 54 | 21.52 |
| xor+xnor | 2 | 2 | 0.9690 |
| fa+ha+maj | 10 | 10 | 7.336 |
| buf+inv | 14 | 51 | 3.945 |
| flops | 28 | 28 | 40.97 |
| mux | 12 | 12 | 8.512 |
| simple gates | 58 | 58 | 16.75 |
==> area by class of cell <==
class | count | area share, %
clock buffer | 3 | 1.742
clock inverter | 1 | 1.267
inverter | 7 | 1.214
multi-input combinational | 136 | 45.04
sequential | 28 | 31.36
tap | 102 | 5.385
timing repair buffer | 40 | 13.99
==> synthesized netlist by cell type, types with 2 or more instances <==
library cell | instances | share of area [%]
edfxtp_1 | 16 | 27
dfrtp_1 | 4 | 5.5
o21ai_0 | 11 | 3.0
buf_6 | 2 | 1.2
nand2b_1 | 2 | 0.69
dfxtp_1 | 8 | 8.9
a211o_1 | 2 | 0.97
o31ai_1 | 3 | 1.2
and3_1 | 3 | 1.0
a21boi_0 | 3 | 1.2
nor2_1 | 12 | 2.5
nand3_1 | 2 | 0.55
nand2_1 | 17 | 3.5
inv_1 | 7 | 1.5
a211oi_1 | 5 | 2.1
ha_1 | 9 | 6.2
xnor2_1 | 2 | 0.97
nor3_1 | 4 | 1.1
a21oi_1 | 12 | 3.3
clkbuf_1 | 4 | 0.83
mux2i_1 | 6 | 3.3
o21ai_1 | 2 | 0.55
nor2b_1 | 6 | 2.1
nor3b_1 | 2 | 0.83
mux2_2 | 4 | 2.5
==> worst min-delay path by stage <==
stage / startpoint / end
after CTS: F2.H18.Q[1] / F3.Data_out[1]
after global routing: F2.H18.Q[1] / F3.Data_out[1]
final: F2.H18.Q[3] / F3.Data_out[3]
==> worst max-delay path: stages, from the launching register on <==
cell      delay [ns]
dfrtp_2         0.42
inv_4           0.05
ha_2            0.18
and2b_2         0.27
a211oi_4        0.07
or2_4           0.28
or3_4           0.41
and2_4          0.17
a211oi_1        0.25
a21oi_1         0.08
ha_2            0.21
fa_2            0.35
xnor2_2         0.13
o21ai_0         0.08
a22o_1          0.26
or4_4           0.56
a221oi_2        0.22
==> timing repair <==
item	in CTS	in global routing
setup endpoints to repair	1	4
buffers inserted	0	3
gates resized	1	6
pin swaps	0	7
==> layer usage <==
layer / global-route usage (%) / share of wire (%) / vias to the layer above
li1: - / - / 734
met1: 9.566 / 47 / 673
met2: 12.24 / 48 / 23
met3: 1.747 / 4.4 / 2
met4: 0.6679 / 0.56 / 0
met5: 0 / 0 / -
